===== flow/config.mk =====
export PLATFORM = sky130hd
export DESIGN_NAME = foolish_decode
export DESIGN_NICKNAME = foolish_decode
export VERILOG_FILES = /design/flow/design.v
export SDC_FILE = /design/flow/constraint.sdc
export NUM_CORES = 4
export LEC_CHECK = 1
export CORE_UTILIZATION = 50

===== flow/constraint.sdc =====
current_design foolish_decode

set clk_period 4.8
set clk_io_pct 0.2

create_clock -name clk0 -period $clk_period [get_ports {clk_in}]

set non_clock_inputs [all_inputs -no_clocks]
set_input_delay [expr $clk_period * $clk_io_pct] -clock clk0 $non_clock_inputs
set_output_delay [expr $clk_period * $clk_io_pct] -clock clk0 [all_outputs]

===== flow/design.v =====
module foolish_decode(
  input wire clk_in,
  input wire [31:0] ins,
  input wire [31:0] pc,
  output reg [5:0] op,
  output reg [4:0] rd,
  output reg [4:0] rs1,
  output reg [4:0] rs2,
  output reg [31:0] imm
);
  always @(posedge clk_in) begin
    rd = ins[11:7];
    rs1 = ins[19:15];
    rs2 = ins[24:20];
    case (ins[6:0])
      7'b0110111: begin
        op = 6'd0;
        imm = {ins[31:12], 12'b0};
      end
      7'b0010111: begin
        op = 6'd1;
        imm = {ins[31:12], 12'b0};
      end
      7'b1101111: begin
        op = 6'd2;
        imm = {{12{ins[31]}}, ins[19:12], ins[20], ins[30:21], 1'b0};
      end
      7'b1100111: begin
        op = 6'd3;
        imm = {{20{ins[31]}}, ins[31:20]};
      end
      7'b1100011: begin
        imm = {{20{ins[31]}}, ins[7], ins[30:25], ins[11:8], 1'b0};
        case (ins[14:12])
          3'b000: begin op = 6'd4; end
          3'b001: begin op = 6'd5; end
          3'b100: begin op = 6'd6; end
          3'b101: begin op = 6'd7; end
          3'b110: begin op = 6'd8; end
          3'b111: begin op = 6'd9; end
        endcase
      end
      7'b0000011: begin
        imm = {{20{ins[31]}}, ins[31:20]};
        case (ins[14:12])
          3'b000: begin op = 6'd10; end
          3'b001: begin op = 6'd11; end
          3'b010: begin op = 6'd12; end
          3'b100: begin op = 6'd13; end
          3'b101: begin op = 6'd14; end
        endcase
      end
      7'b0100011: begin
        imm = {{20{ins[31]}}, ins[31:25], ins[11:7]};
        case (ins[14:12])
          3'b000: begin op = 6'd15; end
          3'b001: begin op = 6'd16; end
          3'b010: begin op = 6'd17; end
        endcase
      end
      7'b0010011: begin
        imm = {{20{ins[31]}}, ins[31:20]};
        case (ins[14:12])
          3'b000: begin op = 6'd18; end
          3'b010: begin op = 6'd19; end
          3'b011: begin op = 6'd20; end
          3'b100: begin op = 6'd21; end
          3'b110: begin op = 6'd22; end
          3'b111: begin op = 6'd23; end
          3'b001: begin
            op = 6'd24;
            imm = ins[24:20];
          end
          3'b101: begin
            op = ins[30] ? 6'd26 : 6'd25;  
            imm = ins[24:20];
          end
        endcase
      end
      7'b0110011: begin
        case (ins[14:12])
          3'b000: op = ins[30] ? 6'd28 : 6'd27;  
          3'b001: begin op = 6'd29; end
          3'b010: begin op = 6'd30; end
          3'b011: begin op = 6'd31; end
          3'b100: begin op = 6'd32; end 
          3'b101: op = ins[30] ? 6'd34 : 6'd33;  
          3'b110: begin op = 6'd35; end
          3'b111: begin op = 6'd36; end
        endcase
      end
    endcase
    if(ins == 32'h0ff00513) begin op = 6'd37; end
  end
endmodule

===== flow/run.sh =====
#!/bin/bash
# OpenROAD 26Q1-2900-gdf79404cd8, Yosys 0.63+post, stock flow scripts
make -C /OpenROAD-flow-scripts/flow DESIGN_CONFIG=/design/flow/config.mk WORK_HOME=/design/flow/orfs finish

==> results.txt <==
Run status: complete, no violations
Top area cells in the synthesized netlist: sky130_fd_sc_hd__edfxtp_1, sky130_fd_sc_hd__dfxtp_1, sky130_fd_sc_hd__a21o_1
Total negative slack: 0 ps
Detailed Place HPWL: 4590 um
All-Layer GR Usage: 25.7%
Insertion delay of the later-clocked pin in the worst-skew pair: 300 ps
Antenna diodes: 0
Sequential area share after synthesis: 53.5%
Post-CTS repair timing setup buffer count: 0
Maximum single-stage delay on the critical path: 770 ps
Pin slew with the least headroom to its limit: 758 ps
Type of the setup path with the least slack: input port to flop
Share of final-layout standard cells stronger than drive strength 1: 6.77%
Maximum fanout count along the critical path: 20
Clock period minus worst slack: 3420 ps
Cells along the critical path: clkdlybuf4s50_1 -> nor2_1 -> o21ai_0 -> a21o_1 -> nor3b_2 -> a21o_1
Fin area: 3530 um^2
Die Y-Extent: 73.8 um
Growth of design area from synthesis to finish: 36.8%
Most prevalent standard cell on the critical path: sky130_fd_sc_hd__a21o_1
Number of clock sinks: 53
Total global routing overflow: 0
Final Max-Slew Violation Tally: 0
Placement Rows: 25
WL per Instance: 16.7 um
Yosys cell count: 230
Biggest area consumer among synthesized cells: sky130_fd_sc_hd__edfxtp_1
Fp_density: 53.2%
Area reported by Yosys stat: 2580 um^2
Hold WC Path Type: flop to flop
Routability-driven placement congestion ratio: 0.905
Yosys top cell by instances: sky130_fd_sc_hd__edfxtp_1
Final wirelength: 6310 um
Antenna violations before repair: 0
Clock tree buffer depth: 2
Unique cell types: 56
Root buffer selected by CTS: sky130_fd_sc_hd__clkbuf_8
Cts hold-fix bufs: 0
Via count: 2178
Largest net degree at the start of global routing: 26
Total I/O pin count: 118
Post-CTS resize count: 0
Log Warnings: 59
Static power due to leakage: 1.31 nW
Top post-synthesis cells by count: sky130_fd_sc_hd__edfxtp_1, sky130_fd_sc_hd__a21o_1, sky130_fd_sc_hd__dfxtp_1, sky130_fd_sc_hd__nor2_1, sky130_fd_sc_hd__nor2b_1
Chip footprint: 5450 um^2
Count of flip-flops with a built-in enable after synthesis: 32
Critical Path End Type: flop
Width of the die: 73.8 um
Final number of hold-violating endpoints: 0
Headroom to the max-slew limit: 49.3%
Fraction of synthesis flops using an asynchronous set or reset pin: 0%
Period Utilization, post-route: 71.2%
Prevailing post-synth register cell: sky130_fd_sc_hd__edfxtp_1
Required time of the critical path: 4960 ps
Final antenna-violating net count: 0
Violation count after the first detailed-route iteration: 160
# Max-Cap Violations: 0
Average cell area after synthesis: 11.2 um^2
Via density per instance: 5.78
Synth warnings: 1
Worst vdd rail ir drop: 146 uV
Residual DRC count: 0
Top area contributor share: 37.2%
Total power density per cell area: 256 nW/um^2
Count of TritonRoute iterations in the first routing pass: 5
Count of input and output buffers: 85
Upper clock frequency limit: 0.293 GHz
Critical path launch point type: input port
Area of the placeable core: 4850 um^2
Vias in the first global route: 2016
First-pass GRT wire length: 10100 um
H-tree levels: 2
Total CTS buffers: 5
Hold_ws: 485 ps
Layout Skew: 0 ps
Worst endpoint data arrival time: 3580 ps
Register bit total from synthesis: 53
Standard cell with the maximum stage delay on the critical path: sky130_fd_sc_hd__clkdlybuf4s50_1
Number of cells produced by synthesis: 230
Final-report setup violation count: 0
Placed Area: 3440 um^2
Area of the mapped netlist: 2580 um^2
Unrepaired setup endpoints after global routing: false
TritonCTS clock tree: done
Reg clk slew, reported paths: 100 ps
[critical path, delay by kind of cell]
kind / cells / cell delay (ps)
and+or+nand+nor: 2 / 1060
AOI/OAI and AO/OA: 3 / 770
buffers and inverters: 1 / 770
[state kept, by name, indices dropped and copies added (netlist names)]
name and count:
rd 5, rs1 5, rs2 5, op 6
imm 32
[layer usage]
metal | global-route usage, % | vias up | wire length, um | share of wire [%]
met5 | 0 | - | 0 | 0
met4 | 2.99 | 0 | 23 | 0.36
met3 | 4.85 | 2 | 443 | 7.0
met2 | 40.6 | 106 | 3120 | 49
met1 | 40.6 | 1037 | 2720 | 43
li1 | - | 1033 | - | -
[cell families (layout without fill, tap and decap cells)]
| kind of cell | after synthesis | in the layout | synth area share (%) |
|---|---|---|---|
| buffers and inverters | 20 | 100 | 4.70 |
| AND-OR/OR-AND | 75 | 75 | 21.9 |
| AND/OR/NAND/NOR | 80 | 80 | 19.2 |
| XOR/XNOR | 2 | 2 | 0.679 |
| flip-flops | 53 | 53 | 53.5 |
[worst paths after layout]
kind / startpoint / endpoint / slack [ps] / cells past startpoint
max: ins[6] / imm[24] / 1380 / 6
min: op[5] / op[5] / 490 / 1
max reg2reg: op[2] / op[2] / 4070 / 1
min reg2reg: op[5] / op[5] / 490 / 1
[area by class of cell]
class	instances	area, um^2
clock buffers	6	72.6
repair buffers	88	873
clock inverters	2	13.8
flip-flops and latches	53	1380
well taps	67	83.8
multi-input cells	157	1090
fillers	362	1320
inverters	4	15.0
[placed cells by master (no fill, tap or decap), types with 3 or more instances in the layout]
master | netlist | final
sky130_fd_sc_hd__a211o_1 | 3 | 3
sky130_fd_sc_hd__a21o_1 | 24 | 24
sky130_fd_sc_hd__a21oi_1 | 6 | 5
sky130_fd_sc_hd__a221o_1 | 3 | 3
sky130_fd_sc_hd__a22o_1 | 5 | 5
sky130_fd_sc_hd__buf_4 | 6 | 3
sky130_fd_sc_hd__clkbuf_8 | 0 | 5
sky130_fd_sc_hd__clkdlybuf4s50_1 | 0 | 85
sky130_fd_sc_hd__dfxtp_1 | 21 | 21
sky130_fd_sc_hd__edfxtp_1 | 32 | 32
sky130_fd_sc_hd__inv_1 | 4 | 4
sky130_fd_sc_hd__nand2_1 | 10 | 10
sky130_fd_sc_hd__nand2b_1 | 5 | 5
sky130_fd_sc_hd__nand4_1 | 4 | 4
sky130_fd_sc_hd__nor2_1 | 16 | 16
sky130_fd_sc_hd__nor2b_1 | 14 | 14
sky130_fd_sc_hd__nor3_1 | 6 | 6
sky130_fd_sc_hd__nor4_1 | 3 | 3
sky130_fd_sc_hd__o21ai_0 | 12 | 12
[power by group]
part | switching, mW | total, mW | internal (mW) | leakage, nW
combinational | 0.0614 | 0.146 | 0.0851 | 0.819
clock | 0.143 | 0.248 | 0.104 | 0.0456
sequential | 0.00662 | 0.510 | 0.503 | 0.442
[per-stage QoR]
stage                     cells  setup slack (ps)  total power, mW  utilization (%)
after floorplan             230              1190            0.581                -
after global placement      369              1100            0.664             71.0
after detailed placement    369              1120            0.666             71.0
after CTS                   377              1410            0.909             72.8
after global routing        377              1160            0.940             72.8
final                       377              1380            0.904             72.8
Power figures rest on the tool's default switching activity, not on a simulated workload.
